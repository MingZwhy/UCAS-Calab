## flow/config.mk

```make
export PLATFORM = sky130hd
export DESIGN_NAME = cpu_bridge_axi
export DESIGN_NICKNAME = cpu_bridge_axi
export VERILOG_FILES = /design/flow/design.v
export SDC_FILE = /design/flow/constraint.sdc
export NUM_CORES = 4
export LEC_CHECK = 1
export CORE_AREA = 10 10 235 235
export DIE_AREA = 0 0 245 245
```

## flow/constraint.sdc

```tcl
current_design cpu_bridge_axi

set clk_period 5.9
set clk_io_pct 0.2

create_clock -name clk0 -period $clk_period [get_ports {clk}]

set non_clock_inputs [all_inputs -no_clocks]
set_input_delay [expr $clk_period * $clk_io_pct] -clock clk0 $non_clock_inputs
set_output_delay [expr $clk_period * $clk_io_pct] -clock clk0 [all_outputs]
```

## flow/design.v

```verilog
module cpu_bridge_axi(
    input           clk,
    input           resetn,
    input           inst_req,
    input           inst_wr,
    input  [1:0]    inst_size,
    input  [31:0]   inst_addr,
    input  [3:0]    inst_wstrb,
    input  [31:0]   inst_wdata,
    output [31:0]   inst_rdata,
    output          inst_addr_ok,
    output          inst_data_ok,
    input           data_req,
    input           data_wr,
    input  [1:0]    data_size,
    input  [31:0]   data_addr,
    input  [3:0]    data_wstrb,
    input  [31:0]   data_wdata,
    output [31:0]   data_rdata,
    output          data_addr_ok,
    output          data_data_ok,
    output [3:0]    arid,            
    output [31:0]   araddr,          
    output [7:0]    arlen,           
    output [2:0]    arsize,          
    output [1:0]    arburst,         
    output [1:0]    arlock,          
    output [3:0]    arcache,         
    output [2:0]    arprot,          
    output          arvalid,         
    input           arready,         
    input  [3:0]    rid,             
    input  [31:0]   rdata,           
    input  [1:0]    rresp,           
    input           rlast,           
    input           rvalid,          
    output          rready,          
    output [3:0]    awid,            
    output [31:0]   awaddr,          
    output [7:0]    awlen,           
    output [2:0]    awsize,          
    output [1:0]    awburst,         
    output [1:0]    awlock,          
    output [1:0]    awcache,         
    output [2:0]    awprot,          
    output          awvalid,         
    input           awready,         
    output [3:0]    wid,             
    output [31:0]   wdata,           
    output [3:0]    wstrb,           
    output          wlast,           
    output          wvalid,          
    input           wready,          
    input  [3:0]    bid,             
    input  [1:0]    bresp,           
    input           bvalid,          
    output          bready           
);
localparam  AR_START        = 3'b001,
            AR_DATA         = 3'b010,
            AR_INST         = 3'b100,
            R_START         = 3'b001,
            R_DATA          = 3'b010,
            R_INST          = 3'b100,
            AW_START        = 3'b001,
            AW_DATA         = 3'b010,
            W_DATA          = 3'b100,
            B_START         = 2'b01,
            B_DATA          = 2'b10;
reg [2:0] ar_cur_state;
reg [2:0] ar_next_state;
reg [2:0] r_cur_state;
reg [2:0] r_next_state;
reg [2:0] aw_cur_state;
reg [2:0] aw_next_state;
reg [1:0] b_cur_state;
reg [1:0] b_next_state;
wire reset;
assign reset = ~resetn;
wire need_wait;   
assign need_wait = 1'b0;
always @(posedge clk)
    begin
        if(reset)
            ar_cur_state <= AR_START;
        else
            ar_cur_state <= ar_next_state;
    end
always @(*)
    begin
        case(ar_cur_state)
            AR_START:
                begin
                    if(rd_data_req && ~need_wait)
                        ar_next_state = AR_DATA;
                    else if(rd_inst_req)
                        ar_next_state = AR_INST;
                    else
                        ar_next_state = AR_START;
                end
            AR_INST:
                begin
                    if(rvalid && rready)
                        ar_next_state = AR_START;
                    else
                        ar_next_state = AR_INST;
                end
            AR_DATA:
                begin
                    if(rvalid && rready)
                        ar_next_state = AR_START;
                    else
                        ar_next_state = AR_DATA;
                end
        endcase
    end
always @(posedge clk)
    begin
        if(reset)
            r_cur_state <= R_START;
        else
            r_cur_state <= r_next_state;
    end
always @(*)
    begin
        case(r_cur_state)
            R_START:
                begin
                    if(rd_data_req && ~need_wait)
                        r_next_state = R_DATA;
                    else if(rd_inst_req)
                        r_next_state = R_INST;
                    else
                        r_next_state = R_START;
                end
            R_INST:
                begin
                    if(rvalid && rready)
                        r_next_state = R_START;
                    else
                        r_next_state = R_INST;
                end
            R_DATA:
                begin
                    if(rvalid && rready)
                        r_next_state = R_START;
                    else
                        r_next_state = R_DATA;
                end
        endcase
    end
always @(posedge clk)
    begin
        if(reset)
            aw_cur_state <= AW_START;
        else
            aw_cur_state <= aw_next_state;
    end
always @(*)
    begin
        case(aw_cur_state)
            AW_START:
                begin
                    if(wr_data_req)
                        aw_next_state = AW_DATA;
                    else
                        aw_next_state = AW_START;
                end
            AW_DATA:
                begin
                    if(awvalid && awready)
                        aw_next_state = W_DATA;
                    else
                        aw_next_state = AW_DATA;
                end
            W_DATA:
                begin
                    if(bvalid && bready)
                        aw_next_state = AW_START;
                    else
                        aw_next_state = W_DATA;
                end
        endcase
    end
always @(posedge clk)
    begin
        if(reset)
            b_cur_state <= B_START;
        else
            b_cur_state <= b_next_state;
    end
always @(*)
    begin
        case(b_cur_state)
            B_START:
                begin
                    if(wvalid && wready)
                        b_next_state = B_DATA;
                    else
                        b_next_state = B_START;
                end
            B_DATA:
                begin
                    if(bvalid && bready)
                        b_next_state = B_START;
                    else
                        b_next_state = B_DATA;
                end
        endcase
    end
wire arid_for_inst;
wire arid_for_data;
assign arid_for_inst = ~arid[0];       
assign arid_for_data = arid[0];        
wire rd_inst_req;
wire wr_inst_req;
wire rd_data_req;
wire wr_data_req;
assign rd_inst_req = inst_req && ~inst_wr;      
assign wr_inst_req = inst_req && inst_wr;
assign rd_data_req = data_req && ~data_wr;
assign wr_data_req = data_req && data_wr;
reg  [3:0]  arid_reg;
reg  [31:0] araddr_reg;
reg  [1:0]  arsize_reg;
reg         arvalid_reg;
always @(posedge clk)
    begin
        if(reset)
            arid_reg <= 4'd0;
        else if(ar_cur_state == AR_START && rd_data_req)
            arid_reg <= 4'd1;    
        else if(ar_cur_state == AR_START && rd_inst_req)
            arid_reg <= 4'd0;    
    end
always @(posedge clk)
    begin
        if(reset)
            araddr_reg <= 32'd0;
        else if(ar_cur_state == AR_START && rd_data_req)
            araddr_reg <= {data_addr[31:2], 2'd0};
        else if(ar_cur_state == AR_START && rd_inst_req)
            araddr_reg <= inst_addr;
    end
always @(posedge clk)
    begin
        if(reset)
            arsize_reg <= 2'd0;
        else if(ar_cur_state == AR_START && rd_data_req)
            arsize_reg <= data_size;
        else if(ar_cur_state == AR_START && rd_inst_req)
            arsize_reg <= inst_size;
    end
always @(posedge clk)
    begin
        if(reset)
            arvalid_reg <= 1'b0;
        else if(ar_cur_state == AR_START && (rd_inst_req || (rd_data_req && ~need_wait)))
            arvalid_reg <= 1'b1;
        else if(arready)
            arvalid_reg <= 1'b0;
    end
assign arid    = arid_reg;
assign araddr  = araddr_reg;
assign arlen   = 8'b0;
assign arsize  = arsize_reg;
assign arburst = 2'b1;
assign arlock  = 1'b0;
assign arcache = 4'b0;
assign arprot  = 3'b0;
assign arvalid = arvalid_reg;
reg rready_reg;
always @(posedge clk)
    begin
        if(reset)
            rready_reg <= 1'b0;
        else if((r_cur_state == R_DATA || r_cur_state == R_INST) && rvalid && rready)
            rready_reg <= 1'b0;
        else if((r_cur_state == R_DATA || r_cur_state == R_INST) && rvalid)
            rready_reg <= 1'b1;
    end
assign rready = rready_reg;
reg [31:0]  awaddr_reg;
reg [2:0]   awsize_reg;
reg         awvalid_reg;
always @(posedge clk)
    begin
        if(reset)
            awaddr_reg <= 32'd0;
        else if(aw_cur_state == AW_START && wr_data_req)
            awaddr_reg <= data_addr;
        else if(bvalid)
            awaddr_reg <= 32'b0;
    end
always @(posedge clk)
    begin
        if(reset)
            awsize_reg <= 3'b0;
        else if(aw_cur_state == AW_START && wr_data_req)
            awsize_reg <= data_size;
        else if(bvalid)
            awsize_reg <= 3'b0;
    end
always @(posedge clk)
    begin
        if(reset)
            awvalid_reg <= 1'b0;
        else if(aw_cur_state == AW_START && (wr_data_req))
            awvalid_reg <= 1'b1;
        else if(awready)
            awvalid_reg <= 1'b0;
    end
assign awid     = 4'b1;
assign awaddr   = awaddr_reg;
assign awlen    = 8'b0;
assign awsize   = awsize_reg;
assign awburst  = 2'b01;
assign awlock   = 1'b0;
assign awcache  = 4'b0;
assign awprot   = 3'b0;
assign awvalid  = awvalid_reg;
reg [31:0] wdata_reg;
reg [3:0]  wstrb_reg;
reg        wvalid_reg;
always @(posedge clk)
    begin
        if(reset)
            wdata_reg <= 32'b0;
        else if(aw_cur_state == AW_START && wr_data_req)
            wdata_reg <= data_wdata;
        else if(bvalid)
            wdata_reg <= 32'b0;
    end
always @(posedge clk)
    begin
        if(reset)
            wstrb_reg <= 4'b0;
        else if(aw_cur_state == AW_START && wr_data_req)
            wstrb_reg <= data_wstrb;
        else if(bvalid)
            wstrb_reg <= 4'b0;
    end
always @(posedge clk)
    begin
        if(reset)
            wvalid_reg <= 1'b0;
        else if(aw_cur_state == AW_DATA && (awvalid && awready))
            wvalid_reg <= 1'b1;
        else if(wready)
            wvalid_reg <= 1'b0;
    end
assign wid      = 4'b1;
assign wdata    = wdata_reg;
assign wstrb    = wstrb_reg;
assign wlast    = 1'b1;
assign wvalid   = wvalid_reg;
reg bready_reg;
always @(posedge clk)
    if(reset)
        bready_reg <= 1'b0;
    else if(b_cur_state == B_START && (wvalid && wready))
        bready_reg <= 1'b1;
    else if(bvalid)
        bready_reg <= 1'b0;
assign bready = bready_reg;
assign inst_addr_ok = ( (ar_cur_state == AR_START) && rd_inst_req && ~rd_data_req)   
                  ||  ( (aw_cur_state == AW_START) && wr_inst_req);
assign data_addr_ok = ( (ar_cur_state == AR_START) && rd_data_req && ~need_wait)
                  ||  ( (aw_cur_state == AW_START) && wr_data_req);
assign inst_data_ok = ( (r_cur_state == R_INST) && rvalid && rready);
assign data_data_ok = ( (r_cur_state == R_DATA) && rvalid && rready)
                  ||  ( (aw_cur_state == W_DATA) && bvalid);
reg [31:0] inst_rdata_reg;
reg [31:0] data_rdata_reg;
always @(posedge clk)
    begin
        if(reset)
            inst_rdata_reg <= 32'b0;
        else if(r_cur_state == R_INST && arid_for_inst && rvalid)
            inst_rdata_reg <= rdata;
    end
always @(posedge clk)
    begin
        if(reset)
            data_rdata_reg <= 32'b0;
        else if(r_cur_state == R_DATA && arid_for_data && rvalid)
            data_rdata_reg <= rdata;
    end
assign inst_rdata = inst_rdata_reg;
assign data_rdata = data_rdata_reg;
endmodule
```

## flow/run.sh

```bash
#!/bin/bash
# OpenROAD 26Q1-2900-gdf79404cd8, Yosys 0.63+post, stock flow scripts
make -C /OpenROAD-flow-scripts/flow DESIGN_CONFIG=/design/flow/config.mk WORK_HOME=/design/flow/orfs finish
```

==> notes.md <==
Notes on the physical design

For this run, the share of the core covered by cells in the final layout is 24.9%. The post-synthesis to final-layout area growth is 49.8%. The yosys-reported design area after synthesis is 0.00831 mm2. In the layout the commonest cells are sky130_fd_sc_hd__clkdlybuf4s50_1, sky130_fd_sc_hd__dfxtp_1, sky130_fd_sc_hd__nand2_1. The initial core utilization is 16.6%. Of the total power, combinational logic draws 12.0%. Per the synth stats, the proportion of register bits with asynchronous set or reset is 0%. The switching part of the total power is 26.6%. Per the OpenROAD floorplan log, the area of the core is 0.0501 mm2.

The mean cell area of the mapped netlist is 8.73 um2. The count of input and output buffers is 324. Looking at the hold checks, the worst path lands on data_rdata_reg[3]. The stage-log warning count is 75.

After its last routability iteration, the placer logged a weighted congestion of 0.797. The die height is 245 um. The final instance count without filler cells is 1903.

OpenSTA, run right after detailed placement, puts the worst setup slack at 1.13 ns. The achievable frequency is 210 MHz. The slew at the pin closest to its max-slew limit is 0.848 ns. The maximum root-to-sink buffer count is 2. For this run, the final setup violation count is recorded as 0. Counting flops with a built-in enable in the synthesized netlist gives 0. The kind of start point of the critical path is an input pin. The floorplan step set the die width to 245 um.

After the first detailed-routing iteration, the DRC count stood at 452. The total number of placement rows is 82. TritonCTS built the clock tree. The maximum level of the CTS H-tree is 4. The count of pins on the block boundary is 424.

The residual antenna-violating net count after detailed routing is 0. The timer found 11 register pins that no clock reaches; their paths are not timed. The via count of the first global-routing pass is 7331. Including well taps, the total number of placed cells is 1871. The number of distinct library cells after synthesis is 48. STA classifies the critical path endpoint as an output port. The number of vias in the routed layout is 7556. The flow ran to the end, and the final reports show no timing, DRC or antenna violations.

For the worst flop-to-flop path, the logic depth is 6. Once synthesis finished, the tally of register bits stood at 196. The number of vias per cell is 3.97. The routed design ends up with an antenna cell count of 0.

Setup repair after global routing left no endpoint under its margin. The layout summary lists the proportion of cells stronger than drive strength 1 as 4.71%. In the placement report, post-DP HPWL is listed as 22500 um. The initial antenna violation count was 0. The static leakage is 4.72 nW.

In the final report, the number of pins over their slew limit comes to 0. The share of total power dissipated in the clock network is 42.6%. The wire length of the first global-routing pass is 46300 um. The sequential power share is 45.4%. The leading cell type in the layout, fill and taps excluded is sky130_fd_sc_hd__clkdlybuf4s50_1. Per the post-CTS timing run, clock transition at the registers of the reported paths is 0.07 ns. 11 endpoints have no timing constraint.

The global-route usage over all layers is 9.99%. The number of max-cap violations is 0. The arrival time of data at the critical path endpoint is 3.58 ns.

The pre-antenna-repair detailed-routing pass consisted of 7 iterations. Per the power-grid run, VDD falls by no more than 228 uV. For reference, the final report shows the hold violation count at 0. The final wirelength is 31200 um. The worst hold path startpoint is data_rdata_reg[3]. At the later pin of the worst-skew pair, clock insertion delay measures 0.49 ns.

Counting the fill cells in the layout gives 5389. The die area is 0.0600 mm2. After synthesis the cells add up to 0.00831 mm2. The top flip-flop cell by instance count after synthesis is sky130_fd_sc_hd__dfxtp_1. The warning tally printed by Yosys for this design is 1. After layout, the setup clock skew is reported as 0.0178 ns. The number of buffers inserted to repair setup after CTS is 0. The number of buffers created by CTS is 17.

The maximum net fanout on the critical path is 27. The switching power of the nets is 0.772 mW. The post-cts gate resize count is 0. The register-to-register setup slack is 3.37 ns. The library cell used as clock root buffer is sky130_fd_sc_hd__clkbuf_16. The leftover overflow at the end of global routing is 0.

The report lists the power per cell area as 233 mW/mm2. The endpoint of the most critical register-to-register path is wdata_reg[15]. The tightest min-delay check is of the register to register type. The worst register-to-register path begins at aw_cur_state[0].

The cell-internal power is 2.13 mW. The setup total negative slack is 0 ns. Of the available clock period, the critical path in the final layout requires 80.6%.

The worst path needs 4.76 ns of the cycle, external delays included. The number of stages on the worst hold path is 2. For the worst setup path, the data required time is 4.72 ns. The number of hold-repair buffers added at the cts stage is 0. Across all checked pins, the minimum headroom to the slew limit is 43.5%. The pin count of the biggest net entering global routing is 87. The per-cell routed wire length is 16.4 um. The worst path meets setup with 1.14 ns of slack. The instance tally after logic synthesis is 952. The yosys cell count is 952.

The remaining routing DRC violations is 0. The critical setup path kind is input pin to output port.
-- worst max-delay path, stage by stage --
cell	delay [ns]
sky130_fd_sc_hd__clkdlybuf4s50_1	0.51
sky130_fd_sc_hd__and2_2	0.61
sky130_fd_sc_hd__and2_2	0.26
sky130_fd_sc_hd__buf_4	0.32
sky130_fd_sc_hd__or2_1	0.17
sky130_fd_sc_hd__clkdlybuf4s50_1	0.50
-- Yosys cell counts, types with 4 or more instances --
cell	instances	area (um2)
sky130_fd_sc_hd__and2_1	11	68.8
sky130_fd_sc_hd__nand4_1	70	438
sky130_fd_sc_hd__o22ai_1	4	25.0
sky130_fd_sc_hd__a21oi_1	5	25.0
sky130_fd_sc_hd__clkbuf_1	48	180
sky130_fd_sc_hd__a222oi_1	32	320
sky130_fd_sc_hd__nand2b_1	7	43.8
sky130_fd_sc_hd__buf_6	15	169
sky130_fd_sc_hd__nor2b_1	5	31.3
sky130_fd_sc_hd__nor2_1	9	33.8
sky130_fd_sc_hd__dfxtp_1	185	3700
sky130_fd_sc_hd__o21ai_1	70	350
sky130_fd_sc_hd__buf_2	22	110
sky130_fd_sc_hd__nand3_1	72	360
sky130_fd_sc_hd__dlxtn_1	11	165
sky130_fd_sc_hd__nand2_1	143	537
sky130_fd_sc_hd__mux2i_1	68	681
sky130_fd_sc_hd__o21ai_0	9	45.0
sky130_fd_sc_hd__buf_4	53	398
sky130_fd_sc_hd__xnor2_1	5	43.8
sky130_fd_sc_hd__inv_1	70	263
sky130_fd_sc_hd__o21a_1	5	37.5
-- power groups by stage --
stage	registers, mW	clock network, mW	logic [mW]
final	1.32	1.24	0.348
after global routing	1.32	1.34	0.382
after CTS	1.32	1.30	0.355
-- routing by layer --
layer / GRT usage [%] / vias to the layer above / part of all wire [%]
li1: - / 3719 / -
met1: 13.4 / 3546 / 44
met2: 15.6 / 270 / 46
met3: 3.76 / 21 / 8.2
met4: 1.28 / 0 / 1.5
met5: 0 / - / 0
-- final cells by class --
cell class                      instances  area, um2  area share (%)
Clock inverter                         14        179            1.44
Timing Repair Buffer                  338       3350            26.9
Sequential cell                       196       3870            31.1
Inverter                               71        267            2.14
Multi-Input combinational cell        594       3510            28.2
Clock buffer                           18        429            3.45
Tap cell                              672        841            6.76
-- cell families after synthesis --
kind of cell	count (synthesis)	share of synthesized area, %
adders and majority gates	2	0.301
xor gates and xnor gates	5	0.527
and+or+nand+nor	333	19.9
muxes	68	8.19
latches	11	1.99
buffers and inverters	210	13.6
AOI/OAI and AO/OA	136	10.8
DFF	185	44.6
other	2	0.0904
-- stage by stage --
| stage | power (mW) | instance area (um2) | hold WS, ns |
|---|---|---|---|
| 3_5_place_dp | 1.70 | 11800 | 0.447 |
| 6_report | 2.90 | 12400 | 0.456 |
| 5_1_grt | 3.04 | 12400 | 0.472 |
| 4_1_cts | 2.97 | 12400 | 0.459 |
| 2_1_floorplan | 1.49 | 8490 | 0.420 |
| 3_3_place_gp | 1.70 | 11800 | 0.442 |
-- how the worst max path moves through the flow --
stage / startpoint / to / slack, ns
6_report: data_req / data_addr_ok / 1.14
5_1_grt: data_req / data_addr_ok / 0.97
4_1_cts: data_req / data_addr_ok / 1.11
Power is estimated from default activity; no workload was simulated.
